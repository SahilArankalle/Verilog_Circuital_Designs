<file path="/design/flow/design.v">
module ram8x16_asynch_dualport (wr_clk, rd_clk, clr, we, re, data_in, rd_addr, wr_addr, data_out);
parameter RAM_WIDTH = 16;
parameter RAM_DEPTH = 8;
parameter ADDR_SIZE = 3;
input wr_clk, rd_clk, clr, we, re;
input [RAM_WIDTH-1:0] data_in;
input [ADDR_SIZE-1:0] wr_addr, rd_addr;
output reg [RAM_WIDTH-1:0] data_out;
reg [RAM_WIDTH-1:0] mem [RAM_DEPTH-1:0];
integer i;
always @ (posedge wr_clk or posedge clr)
begin
    if (clr)
    begin
        for (i = 0; i < RAM_DEPTH; i = i + 1)
        begin
            mem[i] <= 0;
        end
    end
    else
    begin
        if (we)
            mem[wr_addr] <= data_in;
    end
end
always @ (posedge rd_clk or posedge clr)
begin
    if (clr)
    begin
        data_out <= 0;
    end
    else if (re)
    begin
        data_out <= mem[rd_addr];
    end
end
endmodule
</file>
<file path="/design/flow/run.sh">
#!/bin/bash
# OpenROAD 26Q1-2900-gdf79404cd8, Yosys 0.63+post, stock flow scripts
make -C /OpenROAD-flow-scripts/flow DESIGN_CONFIG=/design/flow/config.mk WORK_HOME=/design/flow/orfs finish
</file>
<file path="/design/flow/config.mk">
export PLATFORM = sky130hd
export DESIGN_NAME = ram8x16_asynch_dualport
export DESIGN_NICKNAME = ram8x16_asynch_dualport
export VERILOG_FILES = /design/flow/design.v
export SDC_FILE = /design/flow/constraint.sdc
export NUM_CORES = 4
export LEC_CHECK = 1
export CORE_UTILIZATION = 40
</file>
<file path="/design/flow/constraint.sdc">
current_design ram8x16_asynch_dualport

set clk_period 2.3
set clk_io_pct 0.2

create_clock -name clk0 -period $clk_period [get_ports {rd_clk}]
create_clock -name clk1 -period $clk_period [get_ports {wr_clk}]

set non_clock_inputs [all_inputs -no_clocks]
set_input_delay [expr $clk_period * $clk_io_pct] -clock clk0 $non_clock_inputs
set_output_delay [expr $clk_period * $clk_io_pct] -clock clk0 [all_outputs]
</file>
==> job_summary.md <==
### Flow metrics

| Metric | Value |
|---|---|
| Count of inserted antenna diode cells | 0 |
| CTS Hold Bufs | 0 |
| Pin count of the biggest net entering global routing | approximately 77 |
| Post-CTS Resized | 0 |
| Max stage delay on crit path | 550 ps |
| Count of different cell masters after synthesis | 39 |
| Placed instance area | 7410 µm² |
| Unrepaired setup endpoints after global routing | no |
| Routed length per placed instance | about 18 µm |
| Worst IR drop on VDD | between 0.6 and 0.7 mV |
| Die area | ~17000 µm² |
| Top post-synthesis cells by count | sky130_fd_sc_hd__dfrtp_1, sky130_fd_sc_hd__mux2_2, sky130_fd_sc_hd__inv_1, sky130_fd_sc_hd__o21ai_0, sky130_fd_sc_hd__mux2i_1 |
| Met1 Resource Use GR | 0.294 |
| First-pass GRT wire length | 23.6 mm |
| Vias in the first global route | 4332 |
| Met2 Use GR | 0.297 |
| Cell taking the most area after synthesis | sky130_fd_sc_hd__dfrtp_1 |
| Die outline height | about 130 µm |
| Area of the core | between 15000 and 20000 µm² |
| Slowest stage cell on the critical path | sky130_fd_sc_hd__clkdlybuf4s50_1 |
| Post-Syn Instances | slightly below 500 |
| Share of the synthesized area in the top cell type | 0.544 |
| Antenna violations before repair | 0 |
| Nature of the critical path startpoint | input port |
| DRC | 0 |
| Number of fill cells in the layout | around 1400 |
| Synthesized area per cell | between 10 and 15 µm² |
| Worst hold-check path type | register to register |
| Dominant flop cell | sky130_fd_sc_hd__dfrtp_1 |
| Category of the critical setup timing path | input port to register |
| Total cells reported by yosys after synthesis | around 500 |
| Final weighted congestion in routability-driven placement | around 0.8 |
| Transition at the pin with the smallest max-transition slack | about 520 ps |
| Fraction of registers with async set or reset after synthesis | 1.00 |
| Cell family contributing the most delay on the critical path | buffers and inverters |
| Slew Limit Fails | 0 |
| Synth Cell Area | ~6600 µm² |
| Result of the run | finished clean |
| CP required | between 2000 and 2500 ps |
| Clk slew on worst S/H paths | around 60 ps |
| Highest-utilization routing layer at the global route stage | met2 |
| Critical Path, Cell by Cell | clkdlybuf4s50_1 > buf_4 > inv_4 > and3_4 > a2111oi_1 > o22ai_1 |
| Drt first-iter violations | slightly above 300 |
| Combined global-route utilization of all metal layers | 0.193 |
| Routed via count divided by cell count | around 5.4 |
| Post-CTS setup buffer count | 0 |
| Fp util | 0.414 |
| Layout cell share with drive strength beyond 1 | 0.354 |
| Count of library flops with an enable pin | 0 |
| Post-synthesis cell type with the largest instance count | sky130_fd_sc_hd__dfrtp_1 |
| Detailed Route WL | 14.4 mm |
| Seq share, synth | 0.544 |
| Maximum fanout along the worst path | 12 |
| Total cell area reported by yosys after synthesis | 6620 µm² |
| DP Wirelength | approximately 9 mm |
| Areal power density over the cells | ~940 nW/µm² |
| Pre-Repair DR Iteration Count | 4 |
| Count of state elements after synthesis | between 100 and 150 |
| Summed negative setup slack over all endpoints | 0 ps |
| Remaining global-route overflow | 0 |
| Top cells, area | sky130_fd_sc_hd__dfrtp_1, sky130_fd_sc_hd__mux2_2, sky130_fd_sc_hd__mux2i_1 |
| Static leakage | 3.46 nW |
| Area growth from synthesis to layout | 22.5% |
| IO Count | 43 |
| # setup viols final | 0 |
| Max-cap violations | 0 |
| Count of cells along the worst hold path | 1 |
| Arrival time worst endpoint | 2050 ps |
| Remaining max-slew budget at the tightest pin | 0.650 |
| CTS tree | done |
| Layout Cell Area excl Fill | between 8000 and 9000 µm² |
| Yosys warning tally | 2 |
| Worst Setup End Kind | register |
| Worst reg2reg path depth | 4 |
| IO Port Bufs | 41 |
| Number of warning messages in the logs | 26 |
| Worst clock skew on the final layout | 0 ps |
| Total clock sinks | around 140 |
| Count of standard-cell rows | ~46 |
| GR met3 Demand/Resource | 0.0564 |
| Crit. path cell count | 6 |
| Routed vias | roughly 4200 |
| X dimension of the die | 131 µm |
| Tally of nets with antenna violations remaining after routing | 0 |
| Buffers and inverters on the worst path | 3 |
| Number of failing hold endpoints at the final stage | 0 |
## area by class of cell
class | count | area (µm²) | area share
clock buffer | 26 | 563 | 0.0694
clock inverter | 10 | 134 | 0.0165
inverter | 24 | 96.3 | 0.0119
multi-input combinational | 292 | 2700 | 0.333
sequential | 144 | 3600 | 0.444
tap | 216 | 270 | 0.0333
timing repair buffer | 71 | 743 | 0.0916
## per-layer routing
metal | vias to the layer above | part of all wire | wire length, µm
li1 | 1946 | - | -
met1 | 2168 | 0.47 | 6760
met2 | 107 | 0.47 | 6800
met3 | 10 | 0.053 | 762
met4 | 0 | 0.0085 | 123
met5 | - | 0 | 0
## layout by cell type, fill, tap and decap left out, types with 4 or more instances in the layout
master	instances
sky130_fd_sc_hd__nand2b_1	6
sky130_fd_sc_hd__nor2_1	5
sky130_fd_sc_hd__a2111oi_1	8
sky130_fd_sc_hd__dfrtp_1	144
sky130_fd_sc_hd__o32ai_1	6
sky130_fd_sc_hd__a211oi_1	15
sky130_fd_sc_hd__a22o_1	6
sky130_fd_sc_hd__nand2_1	10
sky130_fd_sc_hd__o22ai_1	16
sky130_fd_sc_hd__mux2_4	8
sky130_fd_sc_hd__buf_4	21
sky130_fd_sc_hd__clkbuf_16	20
sky130_fd_sc_hd__o21ai_0	23
sky130_fd_sc_hd__buf_12	9
sky130_fd_sc_hd__nor2b_1	8
sky130_fd_sc_hd__mux2_2	108
sky130_fd_sc_hd__clkbuf_8	4
sky130_fd_sc_hd__a21oi_1	14
sky130_fd_sc_hd__and2_1	12
sky130_fd_sc_hd__a2111oi_2	4
sky130_fd_sc_hd__clkinv_2	4
sky130_fd_sc_hd__clkdlybuf4s50_1	40
sky130_fd_sc_hd__inv_1	22
sky130_fd_sc_hd__mux2i_1	18
sky130_fd_sc_hd__mux2_1	5
## state kept, by name, indices dropped and copies added (netlist names)
signal,flops
mem,128
data_out,16
## kinds of logic (layout without fill, tap and decap cells)
family / after synthesis / in the layout / share of synthesized area
AND-OR/OR-AND: 94 / 94 / 0.0998
flip-flops: 144 / 144 / 0.544
buffers and inverters: 58 / 131 / 0.0480
AND/OR/NAND/NOR: 56 / 56 / 0.0605
multiplexers: 142 / 142 / 0.248
## stage by stage
| stage | instances | hold WS [ps] | setup slack [ps] | utilization | total power (W) |
|---|---|---|---|---|---|
| after global placement | 747 | 463 | 108 | 0.463 | 0.00453 |
| final | 783 | 480 | 365 | 0.507 | 0.00766 |
| after global routing | 783 | 501 | 232 | 0.507 | 0.00803 |
| after CTS | 783 | 483 | 368 | 0.507 | 0.00775 |
| after detailed placement | 747 | 471 | 114 | 0.463 | 0.00457 |
| after floorplan | 494 | 448 | 35.0 | - | 0.00415 |
## worst paths after layout
path                            slack [ps]   startpoint            to
worst min register to register         480   mem[1][12]    mem[1][12]
worst max-delay path                   370   rd_addr[0]   data_out[5]
min in group asynchronous              530          clr     mem[7][0]
worst max register to register         830   mem[1][12]  data_out[12]
max in group clk1                      570   wr_addr[0]    mem[2][10]
worst min-delay path                   480   mem[1][12]    mem[1][12]
min in group clk0                      530  data_out[6]   data_out[6]
max in group asynchronous             1280          clr   data_out[9]
## power breakdown
| group | leakage [nW] | internal [W] | switching, W |
|---|---|---|---|
| combinational | 1.38 | 0.000723 | 0.000461 |
| sequential | 1.74 | 0.00308 | 0.000261 |
| clock | 0.340 | 0.00205 | 0.00109 |
Power is estimated from default activity; no workload was simulated.
