===== flow/constraint.sdc =====
current_design singleport8x16_async_ram

set clk_period 4.9
set clk_io_pct 0.2

create_clock -name clk0 -period $clk_period

set non_clock_inputs [all_inputs -no_clocks]
set_input_delay [expr $clk_period * $clk_io_pct] -clock clk0 $non_clock_inputs
set_output_delay [expr $clk_period * $clk_io_pct] -clock clk0 [all_outputs]

===== flow/design.v =====
module singleport8x16_async_ram(addr, we, re, data);
    input [2:0] addr;
    input we, re;
    inout [15:0] data;
    reg [15:0] mem [7:0];
    always @ (*)
        begin
            if (we && ~re)
                mem[addr] = data;
        end
    assign data = (re && !we) ? mem[addr] : 16'bz;
endmodule

===== flow/config.mk =====
export PLATFORM = sky130hd
export DESIGN_NAME = singleport8x16_async_ram
export DESIGN_NICKNAME = singleport8x16_async_ram
export VERILOG_FILES = /design/flow/design.v
export SDC_FILE = /design/flow/constraint.sdc
export NUM_CORES = 4
export LEC_CHECK = 1
export CORE_UTILIZATION = 30

===== flow/run.sh =====
#!/bin/bash
# OpenROAD 26Q1-2900-gdf79404cd8, Yosys 0.63+post, stock flow scripts
make -C /OpenROAD-flow-scripts/flow DESIGN_CONFIG=/design/flow/config.mk WORK_HOME=/design/flow/orfs finish

==> impl_metrics.xml <==
<?xml version="1.0" encoding="UTF-8"?>
<metrics>
  <group name="placed_design">
    <metric name="numPortBuffers" unit="">5</metric>
    <metric name="post-dp-hpwl" unit="µm">3790</metric>
    <metric name="placed_area" unit="µm²">3250</metric>
    <metric name="routabilityCongestion" unit="">0.747</metric>
    <metric name="placed_cells" unit="">406</metric>
  </group>
  <group name="sta">
    <metric name="unclocked_pins" unit="">128</metric>
    <metric name="unconstrained_endpoints" unit="">128</metric>
  </group>
  <group name="synth">
    <metric name="total_number_of_yosys_warnings" unit="">131</metric>
    <metric name="synthDominantAreaCellType" unit="">sky130_fd_sc_hd__dlxtn_1</metric>
    <metric name="syn_avg_cell_area" unit="µm²">11.0</metric>
    <metric name="synth.cellmix.xorXnorShare" unit="%">0</metric>
    <metric name="synth.mux.area_fraction" unit="%">14.6</metric>
    <metric name="yosysTopAreaCellShare" unit="%">62.0</metric>
    <metric name="netlist_top_cells_area" unit="">sky130_fd_sc_hd__dlxtn_1 (62%), sky130_fd_sc_hd__mux2i_1 (14%), sky130_fd_sc_hd__o22a_1 (3.7%)</metric>
    <metric name="synth-cells-yosys" unit="">282</metric>
    <metric name="post_synth_and_or_nand_nor_area_fraction" unit="%">7.39</metric>
    <metric name="fa_ha_area_share" unit="%">0</metric>
    <metric name="ys.flops" unit="">128</metric>
    <metric name="syn_area" unit="µm²">3100</metric>
    <metric name="synth.lib_cells_used.distinct" unit="">29</metric>
    <metric name="synthesis.instances" unit="">282</metric>
    <metric name="post_synth_main_logic_family" unit="">multiplexers</metric>
    <metric name="yosys-stat-area" unit="µm²">3100</metric>
    <metric name="synth.cellmix.compoundShare" unit="%">12.7</metric>
  </group>
  <group name="floorplanning">
    <metric name="placementRows" unit="">36</metric>
    <metric name="io_pins" unit="">21</metric>
    <metric name="chipWidth" unit="µm">104</metric>
    <metric name="die_height" unit="µm">104</metric>
    <metric name="initCoreUtil" unit="%">31.3</metric>
  </group>
  <group name="status">
    <metric name="status" unit="">stopped before the end</metric>
    <metric name="error" unit="">[error] [KeplerFormal.cpp:679] Workflow failed: Iso has multiple drivers: .data15, _274_.Y0</metric>
    <metric name="last-stage-reached" unit="">clock tree synthesis</metric>
  </group>
  <group name="clock_tree">
    <metric name="post_cts_buffers" unit="">0</metric>
    <metric name="postCtsResizedCells" unit="">0</metric>
    <metric name="cts-hold-fix-buffers" unit="">0</metric>
  </group>
</metrics>
[cell families after synthesis]
logic type,after synthesis
simple gates,37
mux,45
buf+inv,21
compound gates,51
latches,128
[stage by stage]
step	total power, mW	setup slack [ns]
floorplan	0.186	1.90
global placement	0.242	1.02
detailed placement	0.220	0.938
[synthesized netlist by cell type, drive strengths merged]
library cell and number:
a211o 2, a211oi 12, a21bo 2, a21oi 1, a221oi 2, a31oi 2
a32o 1, and3b 1, buf 12, clkbuf 7, dlxtn 128, inv 2
mux2 2, mux2i 43, nand2 7, nand2b 3, nand3 2, nand4b 2
nor2 4, nor2b 2, nor3b 14, o211ai 2, o22a 13, o22ai 13
o32a 1, or3 1, or3b 1
Power figures rest on the tool's default switching activity, not on a simulated workload.
