$ cat flow/config.mk
export PLATFORM = sky130hd
export DESIGN_NAME = dualport16x8_ram
export DESIGN_NICKNAME = dualport16x8_ram
export VERILOG_FILES = /design/flow/design.v
export SDC_FILE = /design/flow/constraint.sdc
export NUM_CORES = 4
export LEC_CHECK = 1
export CORE_UTILIZATION = 50
$ cat flow/constraint.sdc
current_design dualport16x8_ram

set clk_period 6.6
set clk_io_pct 0.2

create_clock -name clk0 -period $clk_period [get_ports {clk}]

set non_clock_inputs [all_inputs -no_clocks]
set_input_delay [expr $clk_period * $clk_io_pct] -clock clk0 $non_clock_inputs
set_output_delay [expr $clk_period * $clk_io_pct] -clock clk0 [all_outputs]
$ cat flow/design.v
module dualport16x8_ram(clk,read,write,rst,rd_addr,wr_addr,data_in,data_out);
parameter RAM_WIDTH = 8;
parameter RAM_DEPTH = 16;
parameter ADDR_SIZE = 4;
input clk,rst,read,write;
input [RAM_WIDTH-1:0] data_in;
output reg [RAM_WIDTH-1:0] data_out;
input [ADDR_SIZE-1:0] rd_addr,wr_addr;
integer i;
reg [RAM_WIDTH-1:0] mem [RAM_DEPTH-1:0];
always @ (posedge clk)
begin
if(rst)
begin
data_out <= 0;
for(i = 0; i < RAM_DEPTH; i = i + 1)
mem[i] <= 0;
end
else
begin
if(write)
mem[wr_addr] <= data_in;
if(read)
data_out <= mem[rd_addr];
end
end
endmodule
$ cat flow/run.sh
#!/bin/bash
# OpenROAD 26Q1-2900-gdf79404cd8, Yosys 0.63+post, stock flow scripts
make -C /OpenROAD-flow-scripts/flow DESIGN_CONFIG=/design/flow/config.mk WORK_HOME=/design/flow/orfs finish
==> flow_summary.json <==
{
  "pwr-share-clk_pct": 45.6,
  "holdWs_ns": 0.4762,
  "drc": 0,
  "combPwrFrac_pct": 6.7,
  "period_minus_slack_ns": 3.156,
  "synthDominantAreaCellType": "edfxtp_1",
  "maxCapViolCount": 0,
  "antenna_left": 0,
  "cts_resized": 0,
  "end_kind": "register",
  "layout-drive-gt1-share_pct": 10.72,
  "hp-class": "register to register",
  "cellLeakagePower_nw": 2.717,
  "grt_use_total_pct": 25.10,
  "antenna_cells": 0,
  "yosysUniqueCellTypes": 22,
  "warnings": 25,
  "vias": 3608,
  "fin_skew_ns": 0.004227,
  "rr_worst_depth": 4,
  "die_h_um": 113.7,
  "switching_share_pct": 20.95,
  "wl_met2_mm": 6.181,
  "intPower_w": 0.001679,
  "numPortBuffers": 27,
  "worst_pin_slew_ns": 0.8218,
  "netSwitchingPower_w": 0.0004448,
  "top_area_share_pct": 61.59,
  "ys_seq_share_pct": 64.15,
  "drtPass1Iterations": 6,
  "min_period_over_period_pct": 47.81,
  "r2r_start": "mem[2][1]",
  "pwr-share-seq_pct": 47.7,
  "rows": 40,
  "insertion_delay_ns": 0.41,
  "globalRoute.totalOverflow": 0,
  "wl_met3_mm": 1.631,
  "cp_slowest_cell": "nor2_1",
  "setup-tns-final_ns": 0,
  "timing.rr.end": "data_out[1]",
  "coreArea_um2": 12110,
  "cts_setup_buffers": 0,
  "hold_start": "data_out[0]",
  "drt-met1-wl_mm": 5.869,
  "numSynthFlops": 136,
  "grt_pass1_vias": 3692,
  "avgSynthCellArea_um2": 13.25,
  "path_max_fanout": 22,
  "ir_worst_vdd_v": 0.0002087,
  "yosys_most_used_dff": "edfxtp_1",
  "rsz0062_at_grt": "false",
  "clock-sinks": 136,
  "max_stage_delay_ns": 0.54,
  "fp_util_pct": 51.53,
  "synth_area_um2": 6241,
  "globalplace.congestion": 0.8478,
  "dr.max_layer_used": "met4",
  "grt_max_degree": 49,
  "vias_per_cell": 5.298,
  "synth_chip_area_um2": 6241,
  "setup_viol": 0,
  "clk_pin_slew_ns": 0.05,
  "worstHoldPathCells": 2,
  "rrSetupSlack_ns": 5.50,
  "antenna_found_initial": 0,
  "cts_max_level": 4,
  "slew_headroom_pct": 45.04,
  "criticalPathCategory": "input pin to register",
  "p_per_area_nw_per_um2": 292.5,
  "cts_tree": "built",
  "dp_hpwl_mm": 9.306,
  "io_pins": 28,
  "clockBufferDepth": 2,
  "synthArstFlopShare_pct": 0,
  "ys_cells": 471,
  "path_cells": "clkdlybuf4s50_1 -> buf_4 -> nor3b_1 -> nand2_1 -> nor2_1 -> or2_2",
  "status": "completed",
  "cts_root_buffer": "clkbuf_16",
  "finalMaxSlewViolations": 0,
  "fp.dieArea_um2": 12930,
  "synth_top_cell_by_count": "and2_1",
  "edf_count": 128,
  "min_to": "data_out[0]",
  "die_x_um": 113.7,
  "routed_wl_mm": 13.91,
  "yosys_warnings": 1,
  "ys_top_cells_by_area": "edfxtp_1 (62%), and2_1 (13%), mux2i_1 (10%)",
  "required_ns": 6.71,
  "synthToLayoutAreaGrowth_pct": 16.34,
  "cts_buffers": 17,
  "report.final.hold_viol_count": 0,
  "grt_pass1_wl_mm": 21.04,
  "max_freq_mhz": 316.9,
  "crit_arrival_ns": 3.27,
  "top_cells_by_count": "and2_1 (129), edfxtp_1 (128), mux2i_1 (64)",
  "synth_cells": 471,
  "hold_buffers": 0,
  "start_kind": "input pin",
  "drt_iter0_drc": 212,
  "wire_per_inst_um": 20.43
}
## cell usage in the layout (no fill, tap or decap), drive strengths merged
cell,n
or2,16
bufinv,4
dfxtp,8
mux2i,64
nand3b,1
nand3,24
nor2,14
nor3,4
nand2,18
nand2b,3
and2,129
clkinvlp,1
a22oi,24
a21oi,8
clkdlybuf4s50,26
edfxtp,128
nand4b,1
nand4bb,1
clkinv,8
clkbuf,18
nor2b,2
nor3b,2
inv,1
buf,8
## flip-flops by register name, indices dropped and copies added, names as in the netlist
name,flops
mem,128
data_out,8
## stage by stage
stage	worst slack (ns)	utilization (%)	power (W)	std cells	cell area (um^2)
6_report	3.444	59.95	0.002124	681	7261
5_1_grt	3.311	59.95	0.002193	681	7261
3_5_place_dp	3.057	54.92	0.001174	649	6651
3_3_place_gp	3.121	54.92	0.001174	649	6651
2_1_floorplan	4.094	-	0.001105	471	6241
4_1_cts	3.502	59.95	0.002135	681	7261
## cell type report
type                    instances  area [um^2]
multi-input cells             311         2117
well taps                     168        210.2
flip-flops and latches        136         4004
repair buffers                 34        320.3
clock inverters                14        180.2
fillers                       965         4851
clock buffers                  18        429.2
## critical path: cells and delay by family
family | cells | cell delay, ns
AND/OR/NAND/NOR | 4 | 1.34
buffers and inverters | 2 | 0.60
## cells by family after synthesis
family | Yosys count | share of synthesized area (%)
multiplexers | 64 | 10.26
flip-flops | 136 | 64.15
AND/OR/NAND/NOR | 215 | 20.13
AND-OR/OR-AND | 32 | 3.528
buffers and inverters | 24 | 1.925
## power groups by stage
stage | Combinational (W) | Sequential (W) | Clock [W]
4_1_cts | 0.000144 | 0.00101 | 0.000977
5_1_grt | 0.000157 | 0.00102 | 0.00102
6_report | 0.000142 | 0.00101 | 0.000968
## per-layer routing
metal  vias to the layer above  global-route usage [%]
met5                         -                       0
met4                         0                   3.860
met3                        15                   14.24
met2                       159                   35.20
met1                      1679                   38.10
li1                       1755                       -
## how the worst max path moves through the flow
stage,start,endpoint,slack (ns),cells after the start
5_1_grt,rst,mem[2][1],3.31,6
6_report,rst,mem[11][6],3.44,6
4_1_cts,rst,mem[12][5],3.50,5
Power is estimated from default activity; no workload was simulated.
